$ cat flow/design.v
`default_nettype none
module count_10sec(
		     input wire       clk, n_rst,
		     output reg [7:0] HEX
		     );
   parameter integer 		      FREQ = 50 * 10**6;
   reg [$clog2(FREQ+1)-1:0] 	      cnt;
   wire 			      en_1hz = (cnt==26'd49_000_000);
   always_ff@(posedge clk)begin
      if(!n_rst)
	cnt <= 'd0;
      else begin
	 if(en_1hz)
	   cnt <= 'd0;
	 else
	   cnt <= cnt + 'd1;
      end
   end
   reg [3:0] sec;
   always_ff@(posedge clk) begin
      if(!n_rst)
	sec <= 'd0;
      else begin
	 if(en_1hz)begin
	    if(sec==4'd9)
	      sec <= 'd0;
	    else
	      sec <= sec + 4'd1;
	 end
	 else
	   sec <= sec;
      end  
   end  
   decord_7seg decord_7seg_inst1(
				 .SW(sec),
				 .HEX(HEX)
				 );
endmodule  
`default_nettype wire
`default_nettype none
module decord_7seg(
		   input wire [3:0] SW,
		   output reg [7:0] HEX
		   );
   always_comb begin
      case(SW)
	4'h0: HEX = 8'b1100_0000;
	4'h1: HEX = 8'b1111_1001;
	4'h2: HEX = 8'b1010_0100;
	4'h3: HEX = 8'b1011_0000;
	4'h4: HEX = 8'b1001_1001;
	4'h5: HEX = 8'b1001_0010;
	4'h6: HEX = 8'b1000_0010;
	4'h7: HEX = 8'b1101_1000;
	4'h8: HEX = 8'b1000_0000;
	4'h9: HEX = 8'b1001_0000;
	4'ha: HEX = 8'b1000_1000;
	4'hb: HEX = 8'b1000_0011;
	4'hc: HEX = 8'b1100_0110;
	4'hd: HEX = 8'b1010_0001;
	4'he: HEX = 8'b1000_0110;
	4'hf: HEX = 8'b1000_1110;
      endcase  
   end  
endmodule  
`default_nettype wire
$ cat flow/run.sh
#!/bin/bash
# OpenROAD 26Q1-2900-gdf79404cd8, Yosys 0.63+post, stock flow scripts
make -C /OpenROAD-flow-scripts/flow DESIGN_CONFIG=/design/flow/config.mk WORK_HOME=/design/flow/orfs finish
$ cat flow/config.mk
export PLATFORM = sky130hd
export DESIGN_NAME = count_10sec
export DESIGN_NICKNAME = count_10sec
export VERILOG_FILES = /design/flow/design.v
export SDC_FILE = /design/flow/constraint.sdc
export NUM_CORES = 4
export LEC_CHECK = 1
export CORE_UTILIZATION = 30
$ cat flow/constraint.sdc
current_design count_10sec

set clk_period 4.9
set clk_io_pct 0.2

create_clock -name clk0 -period $clk_period [get_ports {clk}]

set non_clock_inputs [all_inputs -no_clocks]
set_input_delay [expr $clk_period * $clk_io_pct] -clock clk0 $non_clock_inputs
set_output_delay [expr $clk_period * $clk_io_pct] -clock clk0 [all_outputs]
==> Table 3: Implementation characteristics <==
Physical design parameters

Parameter                              Value

Placement
  Buffers on Ports    8
  Cell count after placement    between 200 and 300
  Post-detailed-placement half-perimeter wirelength    2130 um
  Final RePlAce weighted congestion    about 0.75

Global routing
  Largest net degree at the start of global routing    27
  GRT Util Overall    ~11%
  First-pass GRT wire length    5400 um
  Residual overflow from global routing    0
  Via count of the first global-routing pass    between 1000 and 1500
  Number of antenna violations at the first check in global routing    0

Synth
  Average footprint of a synthesized cell    about 9 um^2
  Cell Type Count    around 40
  Cell count after synthesis    between 200 and 250
  Yosys synthesis chip area    1820 um^2
  Most instantiated flip-flop cell in the synthesis netlist    sky130_fd_sc_hd__dfxtp_1
  Yosys reg bits    37
  Cell area after synthesis    between 1500 and 2000 um^2
  Share of synthesized area occupied by flip-flops and latches    40.6%
  Async set-or-reset flop fraction in the synthesized netlist    0%
  Post-synth tally of flip-flops with integrated enable    0
  Yosys Instances    between 200 and 250
  Synthesis Warnings    2

Setup path
  Setup crit start kind    flip-flop
  Startpoint of the worst-slack reg-to-reg timing path    cnt[6]
  Capture instance of the worst register-to-register path    HEX[3]
  Setup slack of the most critical reg-to-reg path    roughly 2000 ps
  Number of cells on the worst reg-to-reg path    7
  Crit Path Max Fanout    6
  Startpoint-to-endpoint class of the critical path    reg2reg
  Data required time at the worst endpoint    around 5100 ps
  Kind of capture point of the worst setup path    flip-flop
  Data arrival at the endpoint of the critical path    roughly 3000 ps

Clock network
  PostCTS Resize Cnt    0
  Clock transition time at the flip-flop clock pins of the worst setup and hold paths    ~80 ps
  Clock tree from TritonCTS    yes
  Clock Sinks    37
  Insertion Delay late pin    290 ps
  Buffers inserted by post-CTS timing repair    0
  Number of hold buffers added after CTS    0
  Number of buffers added by the clock tree synthesis step    5
  Cell chosen for the clock root    sky130_fd_sc_hd__clkbuf_8
  Deepest clock path buffer count    2
  H-Tree Depth    2

Die
  I/O pin total    10
  Placeable core region    5890 um^2
  Die Y    between 70 and 80 um
  Number of placement rows    28
  Init Core Util    31.0%
  Overall die width    80.0 um
  Area of the chip    about 6400 um^2

Run
  Max_cap viols    0
  Number of warning messages in the logs    32

Finish
  Top library cells by usage in the layout, fill and taps aside    sky130_fd_sc_hd__dfxtp_1, sky130_fd_sc_hd__nor2_1, sky130_fd_sc_hd__inv_1, sky130_fd_sc_hd__nand3_1, sky130_fd_sc_hd__xor2_1
  Combinational gate area    roughly 990 um^2
  Filler cells    a little over 600
  Most common library cell in the layout ignoring fill and taps    sky130_fd_sc_hd__dfxtp_1
  Finished Layout Cells    between 200 and 300
  Area growth syn-to-layout    14.8%
  Share of layout cells above drive strength 1    ~8%
  FF+latch area    between 700 and 800 um^2

Final timing
  Worst slew margin relative to its limit    ~54%
  Setup violation total in the final timing report    0
  Count of final hold-check violations    0
  Period utilisation layout    between 50% and 60%
  Max Fclk    342 MHz
  Hold slack    just under 500 ps
  Setup Skew    8.85 ps
  Slew of the pin with the lowest slew margin    slightly below 700 ps
  Min Tclk post-route    2920 ps
  Setup repair after global routing missed its margin    no
  Final sum of negative setup slack    0 ps
  Final Max-Slew Violation Tally    0

Routing
  Via count    approximately 1300
  Antenna Violating Nets Remaining    0
  Final antenna diode count    0
  Ratio of routed vias to standard cells    4.56
  Highest routed metal layer    met4
  WL met2    ~1400 um
  Total met3 wirelength after detailed routing    between 70 and 80 um
  DRC violation count after routing    0
  Drt initial violations    between 60 and 70
  Total wire length after detailed routing    slightly above 3000 um
  DRT Pass-1 Iters    4
  Wire per inst    approximately 11 um
  Routed met1 length    between 1500 and 2000 um

Power and ir drop
  Leakage    a little over 0.7 nW
  Max rail drop VDD    roughly 0.16 mV
  Total power per unit cell area    about 280 nW/um^2

Hold path
  End point of the worst hold path    cnt[0]
  Cell depth of the worst min-delay path    1
  Worst Hold Launch    cnt[0]
  Classification of the worst-slack hold path    reg2reg

Outcome
  Result of the run    finished clean
==> worst max-delay path: stages (launching register included) <==
cell,delay [ps]
sky130_fd_sc_hd__dfxtp_1,430
sky130_fd_sc_hd__and4bb_1,230
sky130_fd_sc_hd__nand4_1,190
sky130_fd_sc_hd__nor3_2,500
sky130_fd_sc_hd__mux2i_1,500
sky130_fd_sc_hd__inv_1,180
sky130_fd_sc_hd__ha_1,320
sky130_fd_sc_hd__mux4_2,440
==> where the power goes <==
part           switching (mW)  internal (mW)
combinational         0.00798        0.00454
sequential            0.00252          0.303
clock                   0.110          0.166
total                   0.121          0.473
==> per-stage QoR <==
stage	area, um^2	util [%]	total power [mW]	setup WS (ps)
after floorplan	1820	-	0.321	2320
after global placement	1970	33.5	0.325	1820
after detailed placement	1970	33.5	0.325	1760
after CTS	2090	35.5	0.602	1990
after global routing	2090	35.5	0.617	1730
final	2090	35.5	0.593	1980
==> sequential cells by signal, indices dropped and copies added, names as in the netlist <==
name,count
sec,4
HEX,7
cnt,26
==> Yosys cell counts (5+ instances only) <==
master | n | area share, %
sky130_fd_sc_hd__nand2_1 | 11 | 2.3
sky130_fd_sc_hd__nand4_1 | 8 | 2.7
sky130_fd_sc_hd__inv_1 | 13 | 2.7
sky130_fd_sc_hd__mux2i_1 | 6 | 3.3
sky130_fd_sc_hd__xor2_1 | 12 | 5.8
sky130_fd_sc_hd__nor2_1 | 28 | 5.8
sky130_fd_sc_hd__nand3_1 | 13 | 3.6
sky130_fd_sc_hd__a21oi_1 | 5 | 1.4
sky130_fd_sc_hd__ha_1 | 10 | 6.9
sky130_fd_sc_hd__xnor2_1 | 9 | 4.3
sky130_fd_sc_hd__dfxtp_1 | 37 | 41
==> layer usage <==
metal / up-vias / GRT usage [%]
li1: 702 / -
met1: 596 / 16.2
met2: 10 / 16.6
met3: 5 / 2.09
met4: 0 / 1.61
met5: - / 0
==> final cells by class <==
class | instances | area share (%)
sequential | 37 | 35.4
clock inverter | 2 | 1.79
timing repair buffer | 10 | 4.55
clock buffer | 6 | 3.95
multi-input combinational | 145 | 47.5
tap | 75 | 4.49
inverter | 13 | 2.33
==> worst max-delay path by stage <==
stage	end	slack [ps]	depth (start not counted)	start
after CTS	HEX[3]	1990	7	cnt[6]
after global routing	HEX[3]	1730	7	cnt[14]
final	HEX[3]	1980	7	cnt[6]
==> cells by family (layout without fill, tap and decap cells) <==
family          count (synthesis)  after routing  share of synthesized area, %
simple gates                   89             89                          26.0
flops                          37             37                          40.6
xor+xnor                       21             21                          10.1
buf+inv                        20             31                          4.87
compound gates                 17             17                          6.79
fa+ha+maj                      10             10                          6.86
mux                             7              7                          4.53
other cells                     1              1                         0.206
Power and IR drop assume default switching activity.
