==> /design/flow/design.v <==
`default_nettype none
module count_60sec(
		   input wire 	    clk, n_rst,
		   output reg [7:0] HEX0,
		   output reg [7:0] HEX1
		   );
   parameter integer 		    FREQ = 50 * 10**6;
   reg [$clog2(FREQ+1)-1:0] 	    cnt;
   wire 			    en_1hz = (cnt==26'd49_000_000);
   always_ff@(posedge clk)begin
      if(!n_rst)
	cnt <= 'd0;
      else begin
	 if(en_1hz)
	   cnt <= 'd0;
	 else
	   cnt <= cnt + 'd1;
      end
   end
   reg [3:0] sec;
   always_ff@(posedge clk) begin
      if(!n_rst)
	sec <= 'd0;
      else begin
	 if(en_1hz)begin
	    if(sec==4'd9)
	      sec <= 'd0;
	    else
	      sec <= sec + 4'd1;
	 end
	 else
	   sec <= sec;
      end  
   end  
   reg [2:0] sec10;
   wire      en_sec10 = (sec==4'd9 && en_1hz);
   always_ff@(posedge clk)begin
      if(!n_rst)
	sec10 <= 'd0;
      else begin
	 if(en_sec10)begin
	    if(sec10==3'd5)
	      sec10 <= 'd0;
	    else
	      sec10 <= sec10 + 3'd1;
	 end
	 else
	   sec10 <= sec10;
      end  
   end  
   decord_7seg decord_7seg_sec1(
				.SW(sec),
				.HEX(HEX0)
				);
   decord_7seg decord_7seg_sec10(
				 .SW(sec10),	
				 .HEX(HEX1)	
				 );
endmodule  
`default_nettype wire
`default_nettype none
module decord_7seg(
		   input wire [3:0] SW,
		   output reg [7:0] HEX
		   );
   always_comb begin
      case(SW)
	4'h0: HEX = 8'b1100_0000;
	4'h1: HEX = 8'b1111_1001;
	4'h2: HEX = 8'b1010_0100;
	4'h3: HEX = 8'b1011_0000;
	4'h4: HEX = 8'b1001_1001;
	4'h5: HEX = 8'b1001_0010;
	4'h6: HEX = 8'b1000_0010;
	4'h7: HEX = 8'b1101_1000;
	4'h8: HEX = 8'b1000_0000;
	4'h9: HEX = 8'b1001_0000;
	4'ha: HEX = 8'b1000_1000;
	4'hb: HEX = 8'b1000_0011;
	4'hc: HEX = 8'b1100_0110;
	4'hd: HEX = 8'b1010_0001;
	4'he: HEX = 8'b1000_0110;
	4'hf: HEX = 8'b1000_1110;
      endcase  
   end  
endmodule  
`default_nettype wire
==> /design/flow/run.sh <==
#!/bin/bash
# OpenROAD 26Q1-2900-gdf79404cd8, Yosys 0.63+post, stock flow scripts
make -C /OpenROAD-flow-scripts/flow DESIGN_CONFIG=/design/flow/config.mk WORK_HOME=/design/flow/orfs finish
==> /design/flow/config.mk <==
export PLATFORM = sky130hd
export DESIGN_NAME = count_60sec
export DESIGN_NICKNAME = count_60sec
export VERILOG_FILES = /design/flow/design.v
export SDC_FILE = /design/flow/constraint.sdc
export NUM_CORES = 4
export LEC_CHECK = 1
export CORE_UTILIZATION = 30
==> /design/flow/constraint.sdc <==
current_design count_60sec

set clk_period 4.1
set clk_io_pct 0.2

create_clock -name clk0 -period $clk_period [get_ports {clk}]

set non_clock_inputs [all_inputs -no_clocks]
set_input_delay [expr $clk_period * $clk_io_pct] -clock clk0 $non_clock_inputs
set_output_delay [expr $clk_period * $clk_io_pct] -clock clk0 [all_outputs]
==> results.py <==
# Auto-generated metrics
metrics = {
    "setup_path": {
        "rr_endpoint": "HEX1[3]",
        "worstPathRequired_ns": 4.29,
        "cp-end-kind": "register",
        "critPathLaunchType": "register",
        "cp.arrival_ns": 3.07,
        "rrSetupSlack_ns": 1.22,
        "rr_worst_depth": 11,
        "path_class": "reg -> reg",
        "crit_fanout": 9,
        "r2r_start": "cnt[0]",
    },
    "grt": {
        "grt_first_pass_wirelength_um": 8155,
        "overflow": 0,
        "grt_start_max_net_pins": 26,
        "antenna_found_initial": 0,
        "grt_usage_pct": 11.70,
        "grt_pass1_vias": 1720,
    },
    "clock_network": {
        "path_clk_slew_ns": 0.08,
        "h-tree-depth": 2,
        "cts_buffers": 5,
        "cts_tree": "done",
        "cts.repair.resized": 0,
        "clockBufferDepth": 2,
        "clock_sinks": 47,
        "post-cts-setup-buffers": 0,
        "ctsHoldBuffers": 0,
        "cts_root_buffer": "clkbuf_8",
        "clk_latency_ns": 0.30,
    },
    "place": {
        "gp_congestion": 0.8111,
        "hpwlAfterDp_um": 3476,
        "portBuffers": 15,
    },
    "route": {
        "avgViaCountPerCell": 4.761,
        "drc_errors": 0,
        "antennaDiodeCount": 0,
        "routed_wl_um": 4728,
        "dr.pass1.iters": 6,
        "wl_per_cell_um": 11.88,
        "vias": 1895,
        "drtIter0Drc": 54,
        "drtAntennaViolNets": 0,
    },
    "final_layout": {
        "final_util_pct": 34.73,
        "num-fill-cells": 835,
        "drive_gt1_share_pct": 6.826,
        "area_delta_synth_final_pct": 12.53,
    },
    "power": {
        "powerDensity_nw_per_um2": 281.6,
        "peakVddDrop_mv": 0.1598,
        "total_power_mw": 0.8037,
        "p_leak_nw": 1.077,
    },
    "floorplanning": {
        "dieArea_um2": 8826,
        "coreArea_um2": 8217,
        "io_pins": 18,
        "row_count": 33,
        "die_h_um": 93.95,
        "initCoreUtil_pct": 30.87,
        "die_x_um": 93.95,
    },
    "synthesis": {
        "top_area_share_pct": 37.10,
        "syn_area_um2": 2536,
        "area_leaders": "dfxtp_1, ha_1, xor2_1",
        "yosysUniqueCellTypes": 59,
        "ys_ff": 47,
        "synth.most_common_cell": "dfxtp_1",
        "ys_area_um2": 2536,
        "common_cells": "dfxtp_1, nor2_1, nand2_1",
        "synthArstFlopShare_pct": 0,
        "ys_warn_count": 3,
        "synth_area_leader_cell": "dfxtp_1",
        "ys_cells": 281,
        "edf_count": 0,
        "synth.avg_cell_area_um2": 9.026,
        "ff_type": "dfxtp_1",
        "yosys.stat.seqShare_pct": 37.10,
        "synthCells": 281,
    },
    "timing": {
        "period_minus_slack_ns": 2.884,
        "rsz0062_at_grt": "false",
        "finalMaxSlewViolations": 0,
        "worstMarginPinSlew_ns": 0.8701,
        "hold_violations": 0,
        "setup_tns_ns": 0,
        "finalClockPeriodUsage_pct": 70.34,
        "max_slew_margin_pct": 41.85,
        "fin_skew_ns": 0.006017,
        "finalSetupViolCount": 0,
        "fmax_mhz": 346.7,
    },
    "run": {
        "drv_cap": 0,
        "warnings": 36,
    },
    "worst_hold_path": {
        "worstHoldEndpoint": "cnt[0]",
        "hp-class": "reg -> reg",
        "whs_path_depth": 1,
        "hp-start": "cnt[0]",
    },
    "run_status": {
        "status": "finished clean",
    },
}
==> flip-flops by register name, summed over array words and instances, names as in the netlist <==
name   cells
sec10      3
cnt       26
sec        4
HEX0       7
HEX1       7
==> cells by family (layout without fill, tap and decap cells) <==
family | Yosys count | after routing | share of synthesized area [%]
other cells | 1 | 2 | 0.1479
simple gates | 119 | 119 | 27.08
mux | 8 | 8 | 3.651
buf+inv | 28 | 39 | 5.377
compound gates | 38 | 38 | 10.61
flops | 47 | 47 | 37.10
fa+ha+maj | 15 | 15 | 7.400
xor+xnor | 25 | 25 | 8.633
==> power by group <==
part | total, mW | internal [mW] | switching [mW]
Sequential | 0.461 | 0.458 | 0.00256
Combinational | 0.0159 | 0.00513 | 0.0108
Clock | 0.327 | 0.179 | 0.148
Total | 0.804 | 0.642 | 0.161
==> worst max path at each step <==
stage	start	endpoint	slack, ns
after CTS	cnt[0]	HEX1[3]	1.20
after global routing	cnt[0]	HEX1[3]	0.95
final	cnt[0]	HEX1[3]	1.22
==> cells in the final DEF, fill, tap and decap left out, types with 4 or more instances in the layout <==
| cell | count |
|---|---|
| nor2_1 | 32 |
| clkdlybuf4s50_1 | 15 |
| ha_1 | 15 |
| o31ai_1 | 4 |
| xor2_1 | 17 |
| nand3_1 | 15 |
| mux2i_1 | 7 |
| dfxtp_1 | 47 |
| and3_1 | 9 |
| xnor2_1 | 8 |
| inv_1 | 14 |
| a21oi_1 | 9 |
| nand2_1 | 25 |
| clkbuf_8 | 5 |
| o21ai_0 | 5 |
| nand4_1 | 4 |
==> metal layers <==
layer | routed length, um | track usage (%) | share of wire [%]
met1 | 2526 | 18.73 | 53
met2 | 2011 | 17.27 | 43
met3 | 125 | 1.811 | 2.6
met4 | 65 | 1.410 | 1.4
met5 | 0 | 0 | 0
==> critical path: stages (launching register included) <==
cell	delay (ns)
dfxtp_1	0.34
inv_1	0.06
ha_1	0.17
and4bb_1	0.26
nand4_1	0.18
nor4_4	0.55
mux2i_1	0.13
nand2b_1	0.25
ha_1	0.33
a21oi_1	0.17
a41oi_1	0.07
o221a_1	0.26
==> final cells by class <==
| class | count | area, um^2 | area share, % |
|---|---|---|---|
| flip-flops and latches | 47 | 940.9 | 32.97 |
| clock inverters | 1 | 30.03 | 1.052 |
| clock buffers | 6 | 72.57 | 2.543 |
| multi-input cells | 207 | 1463 | 51.25 |
| well taps | 105 | 131.4 | 4.603 |
| inverters | 17 | 66.31 | 2.324 |
| repair buffers | 15 | 150.1 | 5.261 |
==> stage by stage <==
stage | cells | setup slack [ns] | cell area (um^2) | hold slack, ns
2_1_floorplan | 282 | 1.558 | 2540 | 0.4300
3_3_place_gp | 391 | 1.079 | 2751 | 0.4492
3_5_place_dp | 391 | 0.9948 | 2751 | 0.4556
4_1_cts | 398 | 1.199 | 2854 | 0.4754
5_1_grt | 398 | 0.9529 | 2854 | 0.4991
6_report | 398 | 1.216 | 2854 | 0.4695
Power and IR drop assume default switching activity.
